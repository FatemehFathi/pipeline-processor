**flow/design.v**
```verilog
`timescale 1ns/1ns
module MUX(input[9:0] a, b, c, input sel1, sel2, output reg[9:0] w);
  always@(*) begin
    if(sel1 == 1'b0 && sel2 == 1'b1)
      w = a;
    else if(sel1 == 1'b1 && sel2 == 1'b0)
      w = b;
    else if(sel1 == 1'b0 && sel2 == 1'b0)
      w = c;
  end
endmodule
module MUX2(input[15:0] a, b, input sel, output reg[15:0] w);
  always @(*) begin
    if(sel == 1'b0)
	    w = a;
    else if(sel == 1'b1)
		  w = b;
		else 
		  w = 16'bz;
	end
endmodule
module MUX3(input[15:0] a, b, c, input[1:0] sel, output reg[15:0] w);
  always@(*) begin
    if(sel == 2'b00)
	    w = a;
    else if(sel == 2'b01)
		  w = b;
		else if(sel == 2'b10)
		  w = c;
		else
		  w = 16'bz;
	end
endmodule
```
**flow/run.sh**
```bash
#!/bin/bash
# OpenROAD 26Q1-2900-gdf79404cd8, Yosys 0.63+post, stock flow scripts
make -C /OpenROAD-flow-scripts/flow DESIGN_CONFIG=/design/flow/config.mk WORK_HOME=/design/flow/orfs finish
```
**flow/config.mk**
```make
export PLATFORM = sky130hd
export DESIGN_NAME = MUX2
export DESIGN_NICKNAME = MUX2
export VERILOG_FILES = /design/flow/design.v
export SDC_FILE = /design/flow/constraint.sdc
export NUM_CORES = 4
export LEC_CHECK = 1
export CORE_AREA = 10 10 70 70
export DIE_AREA = 0 0 80 80
```
**flow/constraint.sdc**
```tcl
current_design MUX2

set clk_period 1.0
set clk_io_pct 0.2

create_clock -name clk0 -period $clk_period

set non_clock_inputs [all_inputs -no_clocks]
set_input_delay [expr $clk_period * $clk_io_pct] -clock clk0 $non_clock_inputs
set_output_delay [expr $clk_period * $clk_io_pct] -clock clk0 [all_outputs]
```
==> flow_metrics.rpt <==
FLOW METRICS REPORT
----------------------------------------------------
[Yosys]
  Synthesis area per yosys ........................ 249 µm²
  Synth area leader ........................ mux2_4
  Ys Warns ........................ 3
  Largest cells by area after synthesis ........................ mux2_4 60%, mux2_2 27%, buf_12 8.0%, buf_6 4.5%
  Area share of the largest cell type after synthesis ........................ 60.3%
  Gate count after technology mapping ........................ 18
  Number of cell instances after yosys synthesis ........................ 18
  Count of distinct cell types in the synthesized netlist ........................ 4
  Most instantiated cells after synthesis ........................ 10 x mux2_4, 6 x mux2_2, 1 x buf_12, 1 x buf_6
  Avg Synthesized Cell Area ........................ 13.8 µm²
  Sequential share of the synthesized area ........................ 0%
  Count leader, synth ........................ mux2_4
  Synth Cell Area ........................ 249 µm²

[Power]
  Leak ........................ 0.415 nW
  Cell area power density ........................ 375 mW/mm²
  Worst VDD drop ........................ 0.000107 V
  Overall power after layout ........................ 0.295 mW

[Route]
  Routed wire per std cell ........................ 12.5 µm
  WL final ........................ 1420 µm
  Remaining antenna violation count ........................ 0
  Vias per inst ........................ 3.32
  Count of TritonRoute iterations in the first routing pass ........................ 1
  Vias after detailed routing ........................ 375
  Iteration-0 DRC count of the detailed router ........................ 0
  Antenna diode count ........................ 0
  DRC viols ........................ 0

[Critical path]
  Kind of capture point of the worst setup path ........................ output port
  Kind of critical path ........................ in -> out
  Buf+Inv Stages, Crit Path ........................ 3
  Chain of cells forming the critical path ........................ buf_12 -> buf_16 -> mux2_4 -> buf_6
  Sort of element at the start of the critical path ........................ input pin
  CP max-delay cell ........................ mux2_4
  Crit path arrival time ........................ 860 ps
  Largest stage delay, worst path ........................ 300 ps
  Critical path's top delay family ........................ buffers and inverters
  Highest fanout seen on the critical path ........................ 8
  CP required ........................ 800 ps

[GRT]
  Number of global-route vias before repair ........................ 424
  Maximum number of pins on one net before global-route repair ........................ 9
  Antenna violations before repair ........................ 0
  GRT Resource Usage Total ........................ 4.16%
  Wire length of the first global-routing pass ........................ 2160 µm
  Residual overflow from global routing ........................ 0

[Placed design]
  Number of cells in the design after placement ........................ 112
  Port Buf Inserts ........................ 49
  Global placer's final weighted congestion ........................ 0.815
  DP Wirelength ........................ 1220 µm

[Finish]
  Register area ........................ 0 µm²
  Share of the core filled with cells ........................ 23.1%
  Fraction of final layout cells sized beyond drive strength 1 ........................ 52.2%
  Number of sequential cells ........................ 0
  Tally of filler cells in the layout ........................ 397
  Combinational gate area ........................ 240 µm²
  Area overhead of the layout relative to synthesis ........................ 217%
  Clock tree buffer count of the final layout ........................ 0
  Post-route non-filler standard cell count ........................ 113

[CTS]
  Post-CTS Hold Buffers ........................ 0
  Postcts setup bufs ........................ 0

[STA]
  Count of pins over their slew limit ........................ 0
  Final worst hold slack ........................ 796 ps
  Headroom to the max-slew limit ........................ 95.2%
  Total count of hold-check failures in the final report ........................ 0
  Final worst path period need ........................ 1060 ps
  Final worst-path setup slack ........................ -56.0 ps
  Final tally of setup violations ........................ 16
  Final period util ........................ 106%
  Highest Clock Rate ........................ 0.947 GHz
  Setup repair after global routing missed its margin ........................ yes
  Pin slew with the least headroom to its limit ........................ 71.9 ps

[Die]
  Die span in x ........................ 80 µm
  Top-level port count ........................ 49
  Die boundary height ........................ 80 µm
  Standard-cell rows ........................ 21
  Core region area ........................ 0.00342 mm²
  Total Die Area ........................ 0.00640 mm²
  Share of the core filled by cells before placement ........................ 7.29%

[Job]
  Log Warnings ........................ 34
  Max Cap Violations ........................ 0

[Worst hold path]
  Worst min path class ........................ in -> out

[Outcome]
  Outcome ........................ complete, but fails checks
  Violations in the final reports ........................ negative setup slack

----------------------------------------------------
==> cells by family (layout without fill, tap and decap cells) <==
logic type	Yosys count	count (layout)	synth area share, %
mux	16	16	87.4
buf+inv	2	51	12.6
==> layer usage <==
metal	part of all wire [%]	track usage, %
met5	0	0
met4	0	0
met3	24	3.52
met2	25	4.74
met1	51	5.93
==> final cells by class <==
type,instances,share of cell area [%]
multi-input cells,16,30.5
well taps,46,7.30
repair buffers,51,62.2
==> power breakdown <==
group          switching (mW)  internal [mW]  total [mW]
clock network               0              0           0
registers                   0              0           0
logic                  0.0654          0.230       0.295
total                  0.0654          0.230       0.295
==> timing repair <==
item | 4_1_cts | 5_1_grt
cloned | 1 | 0
gates resized | 101 | 5
hold endpoints to repair | 0 | 0
endpoints found under the setup margin | 16 | 16
==> tightest hold or removal path: cells and delay by family <==
kind / cells / cell delay [ps]
buffers and inverters: 2 / 270
multiplexers: 1 / 130
==> final timing paths <==
path	cells past startpoint	slack (ps)	end	start
worst max-delay path	4	-60	w[12]	sel
worst min-delay path	3	800	w[9]	a[9]
==> layout by cell type, fill, tap and decap left out, drive strengths merged <==
cell	synthesis	layout
buf	2	19
mux2	16	16
dlygate4sd2	0	32
==> metrics by stage <==
| step | setup slack [ps] | TNS [ps] | cell area (µm²) |
|---|---|---|---|
| floorplan | 72.5 | 0 | 249 |
| global placement | -845 | -13060 | 786 |
| detailed placement | -853 | -13140 | 786 |
| CTS | -62.0 | -891 | 757 |
| global route | -79.8 | -1100 | 788 |
| finish | -56.0 | -811 | 788 |
No activity file was given, so power comes from the tool's default toggle rates.
